==> design/flow/design.v <==
module display_decoder(
    output a, output b, output c,
    output d, output e, output f,
    output g,
    input [3:0] data
);
    wire [3:0] negative;
    not (negative[3], data[3]);
    not (negative[2], data[2]);
    not (negative[1], data[1]);
    not (negative[0], data[0]);
    and (a_term_1, negative[3], negative[2], negative[1], data[0]);
    and (a_term_2, data[2], negative[1], negative[0]);
    and (a_term_3, data[3], data[2], negative[1]);
    or  (a, a_term_1, a_term_2, a_term_3);
    and (b_term_1, negative[3], data[2], data[1], negative[0]);
    and (b_term_2, data[2], negative[1], data[0]);
    and (b_term_3, data[3], data[1], data[0]);
    and (b_term_4, data[3], data[2], negative[1]);
    or  (b, b_term_1, b_term_2, b_term_3, b_term_4);
    and (c_term_1, data[3], data[2], negative[1], negative[0]);
    and (c_term_2, data[3], data[1], data[0]);
    and (c_term_3, negative[2], data[1], negative[0]);
    or  (c, c_term_1, c_term_2, c_term_3);
    and (d_term_1, negative[3], negative[2], negative[1], data[0]);
    and (d_term_2, data[2], negative[1], negative[0]);
    and (d_term_3, data[2], data[1], data[0]);
    and (d_term_4, data[3], data[1], negative[0]);
    or  (d, d_term_1, d_term_2, d_term_3, d_term_4);
    and (e_term_1, negative[3], data[2], negative[1], negative[1]);
    and (e_term_2, negative[2], negative[1], data[0]);
    and (e_term_3, negative[3], data[1], data[0]);
    or  (e, e_term_1, e_term_2, e_term_3);
    and (f_term_1, negative[3], data[1], data[0]);
    and (f_term_2, negative[2], data[1], negative[0]);
    and (f_term_3, data[3], data[2], negative[1]);
    and (f_term_4, negative[3], negative[2], data[0]);
    or  (f, f_term_1, f_term_2, f_term_3, f_term_4);
    and (g_term_1, negative[3], data[2], data[1], data[0]);
    nor (g_term_2, data[3], data[2], data[1]);
    or  (g, g_term_1, g_term_2);
endmodule
==> design/flow/run.sh <==
#!/bin/bash
# OpenROAD 26Q1-2900-gdf79404cd8, Yosys 0.63+post, stock flow scripts
make -C /OpenROAD-flow-scripts/flow DESIGN_CONFIG=/design/flow/config.mk WORK_HOME=/design/flow/orfs finish
==> design/flow/config.mk <==
export PLATFORM = sky130hd
export DESIGN_NAME = display_decoder
export DESIGN_NICKNAME = display_decoder
export VERILOG_FILES = /design/flow/design.v
export SDC_FILE = /design/flow/constraint.sdc
export NUM_CORES = 4
export LEC_CHECK = 1
export CORE_AREA = 10 10 70 70
export DIE_AREA = 0 0 80 80
==> design/flow/constraint.sdc <==
current_design display_decoder

set clk_period 1.8
set clk_io_pct 0.2

create_clock -name clk0 -period $clk_period

set non_clock_inputs [all_inputs -no_clocks]
set_input_delay [expr $clk_period * $clk_io_pct] -clock clk0 $non_clock_inputs
set_output_delay [expr $clk_period * $clk_io_pct] -clock clk0 [all_outputs]
==> results.yml <==
# flow metrics
status:
  status: "completed"
critical_path:
  start_kind: "input pin"
  worstPathCellList: "buf_2, and2b_1, xnor2_1, nor2_1, clkdlybuf4s50_1"
  path_class: "input pin to output port"
  slowest_stage: "clkdlybuf4s50_1"
  endpoint_kind: "output port"
  slowest_delay_ns: 0.47
  required_ns: 1.44
  crit_fanout: 5
  cp_data_arrival_time_ns: 1.37
sta:
  slew_headroom_pct: 89.90
  hold_viol: 0
  finalSetupViolCount: 0
  final_max_slew_viol_count: 0
  worst_pin_slew_ns: 0.1503
  period_used_pct: 96.17
  rsz0062_at_grt: "false"
  max_freq_mhz: 577.7
  tns_ns: 0
  finalCriticalPeriod_ns: 1.731
  setup_ws_ns: 0.06894
power:
  leakage_nw: 0.1795
  powerDensity_nw_per_um2: 199.5
  ir_drop_mv: 0.02431
placement:
  io_buffers: 11
  place_ws_ns: -0.4903
  routabilityCongestion: 0.6753
  dp_hpwl_um: 598.4
yosys:
  avgSynthCellArea_sq_um: 6.117
  ys_seq_share_pct: 0
  top_area_cell: "nand2_1"
  syn_inst: 27
  post-synth-top-area-fraction_pct: 11.36
  synthDistinctLibCells: 17
  synth_area_sq_um: 165.2
  yosys_cells: 27
  ys_area_sq_um: 165.2
  topCellsByArea: "nand2_1 (11%), a211o_1 (11%), and4bb_2 (7.6%)"
  yosysWarnings: 23
cells_and_area:
  drive_gt1_share_pct: 35.71
  register_area_sq_um: 0
  numSequentialCells: 0
  postLayoutCoreUtil_pct: 10.44
  area_growth_pct: 115.9
  n_clock_buffer: 0
  fillers: 408
global_routing:
  grt_pass1_vias: 194
  antenna_found_initial: 0
  grt-ovfl-total: 0
  grt_usage_pct: 1.847
  grt_max_degree: 9
  grt_first_pass_wirelength_um: 966
cts:
  cts_hold_buf: 0
routing:
  antenna_cells: 0
  ant_nets: 0
  drt_iter0_markers: 12
  top_layer: "met3"
  drt-met1-wl_um: 315
  dr.pass1.iters: 4
  wl_met3_um: 63
  met2_length_um: 298
  wl_um: 677
  drc: 0
  wl_per_cell_um: 7.693
  viasPerCell: 2.659
  vias: 234
min_path:
  hold_start: "data[3]"
  holdPathStages: 4
  hp-class: "input pin to output port"
  worstHoldEndpoint: "g"
floorplanning:
  design.core.area_sq_um: 3416
  die-height_um: 80
  io_pins: 11
  die_x_um: 80
  fp_util_pct: 4.835
  std_cell_rows: 21
  dieArea_sq_um: 6400
flow_run:
  warning_count: 32
  maxCapViolations: 0
## placed cells by master (no fill, tap or decap), types with 2 or more instances in the layout
master,netlist,layout
buf_2,2,3
a211o_1,2,2
buf_4,1,8
nand2_1,5,5
nor2_1,2,2
nor2b_1,2,2
dlygate4sd2_1,0,5
o21ai_1,2,2
## Yosys cell counts (all sizes together)
master and n:
nand2 5, buf 3, a211o 2, a21oi 2, nor2 2, nor2b 2, o21ai 2, and2b 1
and3b 1, and4bb 1, nand2b 1, nand3 1, nor3 1, o22a 1, or2 1, xnor2 1
## where the power goes
group / switching [W] / internal, W
clock: 0 / 0
sequential: 0 / 0
combinational: 0.0000276 / 0.0000436
total: 0.0000276 / 0.0000436
## cells by family after synthesis
family                 after synthesis  share of synthesized area (%)
AND-OR/OR-AND                        7                          28.03
AND/OR/NAND/NOR                     16                          56.06
buffers and inverters                3                          10.61
XOR/XNOR                             1                          5.304
## worst max path at each step
stage,from,end,depth (start not counted)
5_1_grt,data[3],a,5
6_report,data[3],a,5
4_1_cts,data[2],g,4
## layout make-up
cell class	instances	area (sq um)	area share, %
well taps	46	57.56	16.14
repair buffers	18	141.4	39.65
multi-input cells	24	157.7	44.21
## critical path: cells and delay by family
| kind | cells | cell delay (ns) |
|---|---|---|
| buf+inv | 2 | 0.59 |
| xor+xnor | 1 | 0.12 |
| simple gates | 2 | 0.30 |
## metal layers
| layer | GRT usage [%] | vias up |
|---|---|---|
| met2 | 2.889 | 6 |
| li1 | - | 123 |
| met5 | 0 | - |
| met3 | 0.7955 | 0 |
| met1 | 2.439 | 105 |
| met4 | 0 | 0 |
## metrics by stage
stage / hold slack [ns] / std cells / total power [W] / area, sq um
after floorplan: 0.7306 / 27 / 0.00003007 / 165.2
after global placement: 1.784 / 87 / 0.00008021 / 360.3
after detailed placement: 1.773 / 87 / 0.00008029 / 360.3
after CTS: 1.158 / 88 / 0.00007385 / 354.1
after global routing: 1.158 / 88 / 0.00007870 / 356.6
final: 1.133 / 88 / 0.00007114 / 356.6
## timing repair
item                                    CTS  global route
buffers inserted                          1             0
cloned                                    0             0
gates resized                            25             1
pin swaps                                 3             0
endpoints found under the setup margin    7             1
Power and IR drop assume default switching activity.
